**run.sh**
```bash
#!/bin/bash
# OpenROAD 26Q1-2900-gdf79404cd8, Yosys 0.63+post, stock flow scripts
make -C /OpenROAD-flow-scripts/flow DESIGN_CONFIG=/design/flow/config.mk WORK_HOME=/design/flow/orfs finish
```
**config.mk**
```make
export PLATFORM = sky130hd
export DESIGN_NAME = single_port_memory
export DESIGN_NICKNAME = single_port_memory
export VERILOG_FILES = /design/flow/design.v
export SDC_FILE = /design/flow/constraint.sdc
export NUM_CORES = 4
export LEC_CHECK = 1
export CORE_UTILIZATION = 50
export SYNTH_MEMORY_MAX_BITS = 65536
```
**constraint.sdc**
```tcl
current_design single_port_memory

set clk_period 207.1
set clk_io_pct 0.2

create_clock -name clk0 -period $clk_period [get_ports {clk_i}]

set non_clock_inputs [all_inputs -no_clocks]
set_input_delay [expr $clk_period * $clk_io_pct] -clock clk0 $non_clock_inputs
set_output_delay [expr $clk_period * $clk_io_pct] -clock clk0 [all_outputs]
```
**design.v**
```verilog
module single_port_memory #(
    parameter int unsigned DataWidth = 8*4*4,
    parameter int unsigned DataDepth = 64,
    parameter int unsigned AddrWidth = (DataDepth <= 1) ? 1 : $clog2(DataDepth)
) (
    input  logic                        clk_i,
    input  logic                        rst_ni,
    input  logic        [AddrWidth-1:0] mem_addr_i,
    input  logic                        mem_we_i,
    input  logic signed [DataWidth-1:0] mem_wr_data_i,
    output logic signed [DataWidth-1:0] mem_rd_data_o
);
  logic signed [DataWidth-1:0] memory[DataDepth];
  always_comb begin
    mem_rd_data_o = memory[mem_addr_i];
  end
  always_ff @(posedge clk_i) begin
    if (mem_we_i) begin
      memory[mem_addr_i] <= mem_wr_data_i;
    end
  end
endmodule
```
==> run summary <==
The flow completed. The flow ran to the end, and the final reports show no timing, DRC or antenna violations. Pre-placement core utilization landed at 0.502. Dividing total power by cell area gives a power density of slightly below 10 nW/um^2. The synthesis run identifies the leading combinational cell family as AND-OR/OR-AND gates.

Number of cells in the yosys synthesis report landed at between 15000 and 20000. The final report gives the standard cell area, fillers excluded, as between 300000 and 400000 sq um. Worst-path maximum fanout landed at 42. Sum of net half-perimeters after detailed placement landed at slightly above 500 mm.

Wire length reported by the detailed router landed at ~910 mm. Once detail routing completed, the nets flagged for antenna violations numbered 0. The commonest cells after synthesis are sky130_fd_sc_hd__edfxtp_1, sky130_fd_sc_hd__a22oi_1, sky130_fd_sc_hd__a221oi_1. Routability-driven placement finished with a final weighted congestion of 0.860. Endpoint required time on the critical path landed at approximately 170 ns. Yosys warning count landed at 1. The first detailed-routing pass ran for 5 iterations.

Slew at the pin closest to its max-slew limit landed at between 1 and 1.5 ns. The violation tally recorded at the end of detailed-routing iteration 0 is 12974. The clock tree synthesis step divided the H-tree into 6 levels. Final setup TNS landed at 0 ns. Count of warning messages emitted by the tools landed at 39. Final routed wire length divided by cell count landed at 34.3 microns.

Share of the clock period used by the worst path after layout landed at 0.429. Share of synthesized cell area in and-or and or-and compound cells landed at 0.118. For reference, the top cells by area after synthesis are sky130_fd_sc_hd__edfxtp_1, sky130_fd_sc_hd__a22oi_1, sky130_fd_sc_hd__a221oi_1. After clock tree synthesis, the repair step resized 0 gates. The analysis reports a worst IR drop on VDD of just under 0.01 mV.

The worst setup path is captured at an output pin. Synthesized flop and latch total landed at a little over 8000. The area growth from synthesis to layout is 12.4%. For this run, the final setup violation count is recorded as 0.

Clock tree synthesis selected as its root buffer the cell sky130_fd_sc_hd__clkbuf_16. In this run the vertical extent of the chip is 788 microns. Normalized max-slew margin landed at 0.217. Count of library flops with an enable pin landed at between 8000 and 9000. After technology mapping, the gate count stands at 17113. Remaining global-route overflow landed at 0. Floorplan row count landed at ~290. Hold is met by 40.87 ns. Die outline area landed at just over 600000 sq um.

Setup repair after global routing left no endpoint under its margin. CTS buffer count landed at 812. For this run, the total global-route usage over all layers was measured as 0.324.

Number of flip-flops in the largest register landed at ~8200. Once layout is complete, the cells apart from fillers number around 26000. Yosys reports the multiplexer fraction of the synthesized area as 0.0464. In the CTS report, the clock slew at the register clock pins of the worst setup and hold paths is listed as roughly 0.060 ns. Top cell type's share of synthesized area landed at 0.796. Per Yosys stat, the portion of area used by sequential elements is 0.796. Looking at the cell usage after synthesis, the top flip-flop cell is sky130_fd_sc_hd__edfxtp_1. The register with the most flip-flops in the final layout is memory. The final hold violation count recorded for this run is 0. Summed over all cells, the static leakage comes to approximately 0.11 uW. CTS saw about 8200 sinks.

Quantity of hold-fixing buffers added after cts landed at 0. The largest registers in the layout are memory x8192. Number of library cell types mapped by synthesis landed at 54.

Count of pins over their slew limit landed at 0. In this run the maximum-capacitance check reported violations numbering 0. In the setup report, the worst path falls into the class in -> out. Core area landed at 615000 sq um. The worst path in the final design needs a cycle of ~89 ns, including I/O delays and setup.

The first global-routing pass estimated 1290 mm of wire. Per the synthesis report, the simple-gate share of the synthesized area is 0.0215. After synthesis the cells add up to between 300000 and 400000 sq um. During placement, the flow inserted port buffers numbering around 260. Arithmetic-cell share of the synthesized area counting full adders, half adders and majority gates landed at 0. Number of buffers inserted to repair setup after CTS landed at 0. Final standard cell utilization of the core landed at 0.564. Summed over all instances, the cell type with the most area after synthesis is sky130_fd_sc_hd__edfxtp_1.

Placed cell count landed at ~25000. The via count of the first global-routing pass was 181285. Of all flip-flops after synthesis, the portion carrying an async set or reset was 0. STA puts the critical path data arrival time at about 47 ns. The routed design shows a via density per instance of 6.58. The number of antenna violations at the first check in global routing was 31.

Maximum number of pins on one net before global-route repair landed at 121. TritonCTS built the clock tree. Yosys stat chip area landed at just over 300000 sq um. Detailed-route via count landed at 174028. Share of final-layout standard cells stronger than drive strength 1 landed at 0.153. The floorplan report gives the top-level pin count as about 270. Number of remaining DRC errors landed at 0. The min-delay analysis places its worst path in the category in -> reg.

STA classifies the critical path startpoint as a primary input. Maximum clock frequency landed at 0.0112 GHz. Summing all placed instances gives a cell area of ~320000 sq um. Horizontal die dimension landed at 788 microns. For reference, the post-synthesis area per instance comes to 18.1 sq um. The cell-mix breakdown from Yosys lists the XOR/XNOR area share as 0.

Deepest clock path buffer count landed at 4. Sorting the synthesis cell report by count puts at the top sky130_fd_sc_hd__edfxtp_1.
-- metal layers --
metal	share of wire	track usage	wire [microns]
met3	0.19	0.260	170000
met5	0.0021	0.0249	1910
met2	0.45	0.445	411000
met1	0.32	0.414	287000
met4	0.041	0.100	36900
-- power by group --
group          leakage [uW]  switching (uW)  internal [uW]
clock network        0.0120             616            767
registers            0.0737            2.29           1840
logic                0.0221             123           51.1
-- layout by cell type (no fill, tap or decap), drive strengths merged, types with 347 or more instances in the layout --
| cell type | count |
|---|---|
| mux2 | 634 |
| nand2 | 402 |
| clkbuf | 1038 |
| buf | 921 |
| a221oi | 1019 |
| mux2i | 536 |
| clkinv | 347 |
| a21oi | 477 |
| o22ai | 965 |
| edfxtp | 8192 |
| nor2 | 355 |
| a22oi | 1856 |
-- logic make-up (layout without fill, tap and decap cells) --
kind of cell / Yosys count / in the layout
AND-OR/OR-AND: 4935 / 4935
multiplexers: 1251 / 1251
other: 0 / 34
AND/OR/NAND/NOR: 1392 / 1392
flip-flops: 8192 / 8192
buffers and inverters: 1343 / 2528
-- worst paths after layout --
| check | depth (start not counted) | startpoint | endpoint |
|---|---|---|---|
| setup / recovery | 13 | mem_addr_i[0] | mem_rd_data_o[72] |
| hold / removal | 2 | mem_wr_data_i[111] | memory[31][111] |
-- cell type report --
class	count	area [sq um]
fillers	45271	268000
well taps	8120	10200
clock buffers	1036	21200
repair buffers	1069	8370
flip-flops and latches	8192	246000
diodes	34	85.1
multi-input cells	7578	58100
clock inverters	419	3470
inverters	4	40.0
-- worst max-delay path, stage by stage --
cell and delay [ns]:
sky130_fd_sc_hd__buf_8 0.35, sky130_fd_sc_hd__and2_4 0.82, sky130_fd_sc_hd__buf_4 0.67, sky130_fd_sc_hd__buf_4 0.62, sky130_fd_sc_hd__buf_4 0.67, sky130_fd_sc_hd__buf_4 0.71, sky130_fd_sc_hd__buf_4 0.50, sky130_fd_sc_hd__a22oi_1 0.16
sky130_fd_sc_hd__o22ai_1 0.21, sky130_fd_sc_hd__or4_1 0.28, sky130_fd_sc_hd__nor2_1 0.11, sky130_fd_sc_hd__nand3_1 0.22, sky130_fd_sc_hd__clkdlybuf4s50_1 0.51
-- through the flow --
step	power, uW	setup slack (ns)
after CTS	3410	118.27
after detailed placement	2050	118.30
final	3400	118.19
after global routing	3490	118.02
after floorplan	1960	122.54
after global placement	2040	118.30
Power is estimated from default activity; no workload was simulated.
