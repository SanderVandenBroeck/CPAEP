==> design.v <==
module ceiling_counter #(
  parameter int Width      = 8,
  parameter int HasCeiling = 1
) (
  input  logic             clk_i,
  input  logic             rst_ni,        
  input  logic             tick_i,
  input  logic             clear_i,       
  input  logic [Width-1:0] ceiling_i,
  output logic [Width-1:0] count_o,
  output logic             last_value_o
);
  always_ff @(posedge clk_i or negedge rst_ni) begin
    if (!rst_ni) begin
      count_o <= '0;
    end else if (clear_i) begin
      count_o <= '0;
    end else if (tick_i) begin
      if (HasCeiling) begin
        if (count_o < (ceiling_i - 1'b1))
          count_o <= count_o + 1'b1;
        else count_o <= '0;
      end else begin
        count_o <= count_o + 1'b1;
      end
    end
  end
  always_comb begin
    if (HasCeiling) begin
      last_value_o = (count_o == (ceiling_i - 1'b1)) && tick_i;
    end else begin
      last_value_o = (&count_o) && tick_i;
    end
  end
endmodule
module gemm_accelerator_top #(
  parameter int unsigned InDataWidth = 8,
  parameter int unsigned AddrWidth = 16,
  parameter int unsigned SizeAddrWidth = 8,
  parameter int unsigned M = 4,
  parameter int unsigned N = 4,
  parameter int unsigned K = 4,
  parameter int unsigned OutDataWidth = 32,
  parameter int unsigned AddrWidthC = 10
) (
  input  logic                            clk_i,
  input  logic                            rst_ni,
  input  logic                            start_i,
  input  logic        [$clog2(32):0] M_size_i,
  input  logic        [$clog2(64):0] K_size_i,
  input  logic        [$clog2(32):0] N_size_i,
  output logic        [    AddrWidth-1:0] sram_a_addr_o,
  output logic        [    AddrWidth-1:0] sram_b_addr_o,
  output logic        [   AddrWidthC-1:0] sram_c_addr_o,
  input  logic signed [  InDataWidth*M*K-1:0] sram_a_rdata_i,
  input  logic signed [  InDataWidth*K*N-1:0] sram_b_rdata_i,
  output logic signed [ OutDataWidth*M*N-1:0] sram_c_wdata_o,
  output logic                            sram_c_we_o,
  output logic                            done_o
);
  logic [SizeAddrWidth-$clog2(M)-1:0] M_count;
  logic [SizeAddrWidth-$clog2(K)-1:0] K_count;
  logic [SizeAddrWidth-$clog2(N)-1:0] N_count;
  logic busy;
  logic valid_data;
  logic we,move_M_counter;
  assign valid_data = (K_count == K_size_i/K - 1) || start_i || busy;   
  gemm_controller #(
    .AddrWidth      ( SizeAddrWidth ),
    .K(K),
    .M(M),
    .N(N)
  ) i_gemm_controller (
    .clk_i          ( clk_i       ),
    .rst_ni         ( rst_ni      ),
    .start_i        ( start_i     ),
    .input_valid_i  ( 1'b1        ),   
    .result_valid_o ( sram_c_we_o ),
    .busy_o         ( busy        ),
    .done_o         ( done_o      ),
    .M_size_i       ( M_size_i    ),
    .K_size_i       ( K_size_i    ),
    .N_size_i       ( N_size_i    ),
    .M_count_o      ( M_count     ),
    .K_count_o      ( K_count     ),
    .N_count_o      ( N_count     )
  );
  assign sram_a_addr_o = (M_count * K_size_i/K + K_count);
  assign sram_b_addr_o =  (N_count * K_size_i/K + K_count);  
  always_ff @(posedge clk_i or negedge rst_ni) begin
    if (!rst_ni) begin
      sram_c_addr_o <= '0;
    end else if (1'b1) begin   
      sram_c_addr_o <= (M_count * N_size_i/N + N_count);
    end
  end
  genvar m, k, n, i;
  generate
  for (n = 0; n < N; n++) begin : gem_mac_pe_n
    for (m = 0; m < M; m++) begin : gem_mac_pe_m
      logic [OutDataWidth-1:0] wdata;
      general_mac_pe #(
        .InDataWidth  ( InDataWidth            ),
        .NumInputs    ( K                      ),
        .OutDataWidth ( OutDataWidth           )
      ) i_mac_pe (
        .clk_i        ( clk_i                  ),
        .rst_ni       ( rst_ni                 ),
        .a_i          ( sram_a_rdata_i[(M-m)*K*8-K*8+:K*8] ),
        .b_i          ( sram_b_rdata_i[(N-n)*K*8-K*8+:K*8] ),         
        .a_valid_i    ( valid_data             ),
        .b_valid_i    ( valid_data             ),
        .init_save_i  ( sram_c_we_o || start_i ),
        .acc_clr_i    ( !busy                  ),
        .c_o          ( wdata         )
      );
    end
  end
  for (m = 0; m < M; m++) begin : gem_c_wdata_m
    for (n = 0; n < N; n++) begin : gem_c_wdata_n
      assign sram_c_wdata_o[(m*N + n)*OutDataWidth +: OutDataWidth] = gem_mac_pe_n[n].gem_mac_pe_m[m].wdata;
    end
  end
  endgenerate
endmodule
module gemm_controller #(
  parameter int unsigned AddrWidth = 8,
  parameter int unsigned K = 4,
  parameter int unsigned M = 4,
  parameter int unsigned N = 4
)(
  input  logic clk_i,
  input  logic rst_ni,
  input  logic start_i,
  input  logic input_valid_i,
  output logic result_valid_o,
  output logic busy_o,
  output logic done_o,
  input  logic [$clog2(32):0] M_size_i,
  input  logic [$clog2(64):0] K_size_i,
  input  logic [$clog2(32):0] N_size_i,
  output logic [AddrWidth-$clog2(M) -1:0] M_count_o,
  output logic [AddrWidth-$clog2(K) -1:0] K_count_o,
  output logic [AddrWidth-$clog2(N) -1:0] N_count_o
);
  logic move_K_counter;
  logic move_N_counter;
  logic move_counter;
  assign move_K_counter = move_counter;
  logic clear_counters;
  logic last_counter_last_value;
  logic [AddrWidth-$clog2(M)-1:0] ceilM;
  logic [AddrWidth-$clog2(K)-1:0] ceilK;
  logic [AddrWidth-$clog2(N)-1:0] ceilN;
  assign ceilM = M_size_i / M;
  assign ceilK = K_size_i / K;
  assign ceilN = N_size_i / N;
  typedef enum logic [1:0] {
    ControllerIdle,
    ControllerBusy,
    ControllerFinish
  } controller_state_t;
  controller_state_t current_state, next_state;
  assign busy_o = (current_state == ControllerBusy  ) ||
                  (current_state == ControllerFinish);
  ceiling_counter #(
    .Width        (      AddrWidth-$clog2(K) ),
    .HasCeiling   (              1 )
  ) i_K_counter (
    .clk_i        ( clk_i          ),
    .rst_ni       ( rst_ni         ),
    .tick_i       ( move_K_counter ),
    .clear_i      ( clear_counters ),
    .ceiling_i    ( ceilK          ),
    .count_o      ( K_count_o      ),
    .last_value_o ( move_N_counter )
  );
  ceiling_counter #(
    .Width        (      AddrWidth-$clog2(N) ),
    .HasCeiling   (              1 )
  ) i_N_counter (
    .clk_i        ( clk_i          ),
    .rst_ni       ( rst_ni         ),
    .tick_i       ( move_N_counter ),
    .clear_i      ( clear_counters ),
    .ceiling_i    ( ceilN          ),
    .count_o      ( N_count_o      ),
    .last_value_o ( move_M_counter )
  );
  ceiling_counter #(
    .Width        (               AddrWidth-$clog2(M) ),
    .HasCeiling   (                       1 )
  ) i_M_counter (
    .clk_i        ( clk_i                   ),
    .rst_ni       ( rst_ni                  ),
    .tick_i       ( move_M_counter          ),
    .clear_i      ( clear_counters          ),
    .ceiling_i    ( ceilM                   ),
    .count_o      ( M_count_o               ),
    .last_value_o ( last_counter_last_value )
  );
  always_ff @(posedge clk_i or negedge rst_ni) begin
    if (!rst_ni) begin
      current_state <= ControllerIdle;
    end else begin
      current_state <= next_state;
    end
  end
  always_comb begin
    next_state     = current_state;
    clear_counters = 1'b0;
    move_counter   = 1'b0;
    result_valid_o = 1'b0;
    done_o         = 1'b0;
    case (current_state)
      ControllerIdle: begin
        if (start_i) begin
          if( last_counter_last_value) begin
            next_state = ControllerFinish;
          end else begin
            next_state = ControllerBusy;
          end
          move_counter = input_valid_i;
          next_state   = ControllerBusy;
        end
      end
      ControllerBusy: begin
        move_counter = input_valid_i;
        if (last_counter_last_value) begin
          next_state = ControllerFinish;
        end  
        if (input_valid_i
                     && K_count_o == '0 
                     && (M_count_o != '0 || N_count_o != '0)) begin
          result_valid_o = 1'b1;
        end
      end
      ControllerFinish: begin
        done_o         = 1'b1;
        result_valid_o = 1'b1;
        clear_counters = 1'b1;
        next_state     = ControllerIdle;
      end
      default: begin
        next_state = ControllerIdle;
      end
    endcase
  end
endmodule
module general_mac_pe #(
  parameter int unsigned InDataWidth  = 8,
  parameter int unsigned NumInputs    = 4,  
  parameter int unsigned OutDataWidth = 32
)(
  input  logic clk_i,
  input  logic rst_ni,
  input  logic signed [NumInputs*InDataWidth-1:0] a_i,
  input  logic signed [NumInputs*InDataWidth-1:0] b_i,
  input  logic a_valid_i,
  input  logic b_valid_i,
  input  logic init_save_i,
  input  logic acc_clr_i,
  output logic signed [OutDataWidth-1:0] c_o
);
  logic signed [NumInputs-1:0][InDataWidth-1:0] a_array;
  logic signed [NumInputs-1:0][InDataWidth-1:0] b_array;
  genvar j;
  generate
    for (j = 0; j < NumInputs; j++) begin
      assign a_array[j] = a_i[j*InDataWidth +: InDataWidth];
      assign b_array[j] = b_i[j*InDataWidth +: InDataWidth];
    end
  endgenerate
  logic acc_valid;
  logic signed [OutDataWidth-1:0] mult_result;
  assign acc_valid = b_valid_i;
  always_comb begin
    mult_result = '0;
    for (int i = 0; i < NumInputs; i++) begin
      mult_result += $signed(a_array[i]) * $signed(b_array[i]);
    end
  end
  always_ff @(posedge clk_i or negedge rst_ni) begin
    if (!rst_ni) begin
      c_o <= '0;
    end else if (init_save_i) begin
      c_o <= mult_result;
    end else if (acc_valid) begin
      c_o <= c_o + mult_result;
    end else begin
      c_o <= c_o;
    end
  end
endmodule
==> run.sh <==
#!/bin/bash
# OpenROAD 26Q1-2900-gdf79404cd8, Yosys 0.63+post, stock flow scripts
make -C /OpenROAD-flow-scripts/flow DESIGN_CONFIG=/design/flow/config.mk WORK_HOME=/design/flow/orfs finish
==> config.mk <==
export PLATFORM = sky130hd
export DESIGN_NAME = gemm_accelerator_top
export DESIGN_NICKNAME = gemm_accelerator_top
export VERILOG_FILES = /design/flow/design.v
export SDC_FILE = /design/flow/constraint.sdc
export NUM_CORES = 4
export LEC_CHECK = 1
export CORE_UTILIZATION = 30
==> constraint.sdc <==
current_design gemm_accelerator_top

set clk_period 37.7
set clk_io_pct 0.2

create_clock -name clk0 -period $clk_period [get_ports {clk_i}]

set non_clock_inputs [all_inputs -no_clocks]
set_input_delay [expr $clk_period * $clk_io_pct] -clock clk0 $non_clock_inputs
set_output_delay [expr $clk_period * $clk_io_pct] -clock clk0 [all_outputs]
==> metrics.txt <==
# HELP chip_impl_metric Flow report values
# TYPE chip_impl_metric gauge
chip_impl_info{name="path_common_cell",value="fa_1"} 1
chip_impl_info{name="critical_path.cell_chain",value="clkdlybuf4s50_1, and2_1, fa_1, inv_1, fa_1, fa_1, inv_1, ha_1, a21oi_1, xnor2_1, ha_1, a21oi_1, nor2b_1, o21a_1, and3_1, xor2_1, clkdlybuf4s50_1"} 1
chip_impl_metric{name="stage_log_warning_count",unit=""} 54
chip_impl_info{name="path_delay_family",value="adder cells"} 1
chip_impl_info{name="yosys-top-cells-area",value="fa_1, ha_1, inv_1, and2_1, dfrtp_1"} 1
chip_impl_metric{name="detailedRoute.firstIterationViolations",unit=""} 9482
chip_impl_metric{name="via_count_of_the_first_global_routing_pass",unit=""} 183000
chip_impl_info{name="clock-root-buffer",value="clkbuf_16"} 1
chip_impl_metric{name="antenna_found_initial",unit=""} 157
chip_impl_metric{name="drt_drc_violations_left",unit=""} 0
chip_impl_metric{name="max_slew_violations",unit=""} 0
chip_impl_metric{name="clkSlewWorstSetupHoldPaths",unit="ns"} 0.06
chip_impl_metric{name="holdPathStages",unit=""} 1
chip_impl_metric{name="max-slew-margin-rel",unit="%"} 19.0
chip_impl_metric{name="enable_flop_cells",unit=""} 0
chip_impl_metric{name="clock-sinks",unit=""} 543
chip_impl_info{name="tritoncts_clock_tree",value="done"} 1
chip_impl_metric{name="cap_viol_max_count",unit=""} 0
chip_impl_metric{name="areaGrowthSynthToFinish",unit="%"} 10.5
chip_impl_metric{name="layout.cells.non_filler",unit=""} 38300
chip_impl_metric{name="detail_route.first_pass.iterations",unit=""} 6
chip_impl_metric{name="postCtsResizedCells",unit=""} 0
chip_impl_metric{name="die_height",unit="um"} 886
chip_impl_metric{name="reg2reg_setup_slack",unit="ns"} 32.63
chip_impl_metric{name="finalHoldViolations",unit=""} 0
chip_impl_info{name="hold_end",value="gem_mac_pe_n[2].gem_mac_pe_m[3].i_mac_pe.c_o[31]"} 1
chip_impl_metric{name="met2_length",unit="mm"} 363
chip_impl_metric{name="postSynthAreaPerCell",unit="um2"} 8.55
chip_impl_metric{name="critical-path-max-stage-delay",unit="ns"} 0.77
chip_impl_metric{name="final_layout_size_suffix_gt1_share",unit="%"} 3.46
chip_impl_metric{name="route.met3.wl",unit="mm"} 130
chip_impl_metric{name="initial_util",unit="%"} 30.1
chip_impl_metric{name="dieWidth",unit="um"} 886
chip_impl_metric{name="core-area",unit="um2"} 778000
chip_impl_metric{name="wire_per_inst",unit="um"} 23.1
chip_impl_metric{name="asyncSetResetFlopFracSynth",unit="%"} 100
chip_impl_info{name="worst_hold_startpoint",value="gem_mac_pe_n[2].gem_mac_pe_m[3].i_mac_pe.c_o[31]"} 1
chip_impl_metric{name="post_cts_buffers",unit=""} 0
chip_impl_info{name="routed.top_layer",value="met5"} 1
chip_impl_info{name="r2r_start",value="i_gemm_controller.i_K_counter.count_o[1]"} 1
chip_impl_info{name="synthDominantAreaCellType",value="fa_1"} 1
chip_impl_metric{name="routed_via_density",unit=""} 4.72
chip_impl_metric{name="num_rows",unit=""} 324
chip_impl_metric{name="postSynthRegisterBits",unit=""} 543
chip_impl_info{name="setup_cp_type",value="input pin to output port"} 1
chip_impl_info{name="grt_setup_unrepaired",value="no"} 1
chip_impl_metric{name="cts_inserted_buffers",unit=""} 71
chip_impl_metric{name="chip_area",unit="um2"} 784000
chip_impl_metric{name="crit_path_max_fanout",unit=""} 15
chip_impl_metric{name="holdBufCountCts",unit=""} 0
chip_impl_metric{name="synth_chip_area",unit="um2"} 234000
chip_impl_info{name="timing.hold.worst.class",value="register to register"} 1
chip_impl_metric{name="timing.hold.ws",unit="ns"} 0.487
chip_impl_metric{name="clk_latency_worst_skew_pair",unit="ns"} 0.72
chip_impl_metric{name="worst-endpoint-arrival",unit="ns"} 12.92
chip_impl_metric{name="postRouteWirelength",unit="mm"} 885
chip_impl_metric{name="synth.yosys.num_cells",unit=""} 27400
chip_impl_metric{name="reg2regPathDepth",unit=""} 12
chip_impl_metric{name="overflow",unit=""} 0
chip_impl_metric{name="place.detailed.hpwl",unit="mm"} 758
chip_impl_metric{name="grt_max_degree",unit=""} 124
chip_impl_metric{name="fin_worst_skew",unit="ns"} 0.0418
chip_impl_metric{name="totalNegativeSetupSlack",unit="ns"} 0
chip_impl_metric{name="total_number_of_h_tree_levels",unit=""} 3
chip_impl_metric{name="antenna_left",unit=""} 0
chip_impl_metric{name="cts.path.max_buffers",unit=""} 3
chip_impl_metric{name="ys_warn_count",unit=""} 5
chip_impl_metric{name="yosysSeqAreaShare",unit="%"} 5.80
chip_impl_info{name="run_status",value="complete, no violations"} 1
chip_impl_metric{name="gp_congestion",unit=""} 1.02
chip_impl_metric{name="route.layer.met1.wl",unit="mm"} 327
chip_impl_metric{name="synthesis.area",unit="um2"} 234000
chip_impl_metric{name="via_count",unit=""} 181000
chip_impl_metric{name="critical_path_required",unit="ns"} 30.16
chip_impl_metric{name="grt_pass1_wl",unit="mm"} 1280
chip_impl_metric{name="synth_cell_types",unit=""} 109
chip_impl_metric{name="critPathBufInv",unit=""} 4
chip_impl_info{name="timing.critical_path.to_type",value="output port"} 1
chip_impl_metric{name="timing.final.setup_violations",unit=""} 0
chip_impl_metric{name="filler_cell_count",unit=""} 79700
chip_impl_info{name="timing.critical_path.slowest_stage_cell",value="clkdlybuf4s50_1"} 1
chip_impl_info{name="ff_type",value="dfrtp_1"} 1
chip_impl_metric{name="finalClockPeriodUsage",unit="%"} 54.3
chip_impl_metric{name="syn_inst",unit=""} 27400
chip_impl_metric{name="yosys.area.top_type_share",unit="%"} 35.3
chip_impl_metric{name="period_needed",unit="ns"} 20.46
chip_impl_metric{name="buffer_ports.inserted",unit=""} 823
chip_impl_metric{name="design.portCount",unit=""} 834
chip_impl_metric{name="grt_use_total",unit="%"} 23.6
chip_impl_metric{name="achievable_freq",unit="GHz"} 0.0489
chip_impl_metric{name="worst-slew-pin-transition",unit="ns"} 1.21
chip_impl_metric{name="numPlacedInstances",unit=""} 38000
chip_impl_info{name="worst_r2r_endpoint",value="gem_mac_pe_n[3].gem_mac_pe_m[1].i_mac_pe.c_o[3]"} 1
chip_impl_metric{name="fin_util",unit="%"} 33.3
chip_impl_info{name="worst_setup_path_start_kind",value="input pin"} 1
-- sequential cells by signal, summed over array words and instances, names as in the netlist --
register                                flops
i_gemm_controller.i_K_counter.count_o       6
i_gemm_controller.current_state             3
i_gemm_controller.i_M_counter.count_o       6
sram_c_addr_o                              10
gem_mac_pe_n.gem_mac_pe_m.i_mac_pe.c_o    512
i_gemm_controller.i_N_counter.count_o       6
-- kinds of logic after synthesis --
group | Yosys count | share of synthesized area, %
AOI/OAI and AO/OA | 3890 | 10.5
xor gates and xnor gates | 1698 | 6.35
adders and majority gates | 6886 | 50.0
buffers and inverters | 7179 | 11.5
DFF | 543 | 5.80
muxes | 67 | 0.307
other | 1 | 0.00160
and+or+nand+nor | 7127 | 15.5
-- area by class of cell --
type,instances,area (um2),area share [%]
diodes,153,383,0.148
clock buffers,91,2030,0.782
clock inverters,37,502,0.194
inverters,6106,22900,8.85
multi-input cells,19700,194000,74.9
flip-flops and latches,543,13600,5.25
well taps,10300,12800,4.96
repair buffers,1443,12700,4.92
-- through the flow --
step / area [um2] / setup WS, ns
detailed placement: 256000 / 17.30
CTS: 258000 / 17.27
global route: 259000 / 16.89
finish: 259000 / 17.24
global placement: 256000 / 17.28
floorplan: 234000 / 19.02
-- placed cells by master (no fill, tap or decap), types with 17 or more instances in the layout --
cell type / Yosys / final
inv_1: 6106 / 6106
fa_1: 4126 / 4126
ha_1: 2760 / 2760
and2_1: 2563 / 2563
nand2_1: 1966 / 1964
xnor2_1: 1358 / 1341
a21oi_1: 1338 / 1337
nor2_1: 1218 / 1216
clkdlybuf4s50_1: 0 / 775
o21ai_0: 680 / 680
buf_4: 8 / 615
dfrtp_1: 542 / 542
a21o_1: 407 / 407
nor2b_1: 402 / 402
xor2_1: 340 / 338
o21bai_1: 318 / 318
nand2b_1: 295 / 294
o21a_1: 263 / 263
nor3_1: 231 / 231
a31oi_1: 196 / 196
nand3_1: 165 / 165
diode_2: 0 / 153
a211oi_1: 137 / 135
o31ai_1: 87 / 86
clkbuf_16: 0 / 74
and3_1: 70 / 70
o41a_1: 69 / 69
or3_1: 62 / 62
nand4_1: 58 / 58
o211ai_1: 56 / 56
buf_2: 1 / 46
mux2_2: 39 / 39
a211o_1: 39 / 39
or2_2: 28 / 28
mux2i_1: 28 / 28
o22ai_1: 24 / 24
a31o_2: 19 / 19
a21boi_0: 19 / 19
o31a_1: 18 / 18
xnor2_2: 0 / 17
-- worst max path at each step --
stage	startpoint	to	slack, ns	cells after the start
CTS	K_size_i[5]	sram_b_addr_o[9]	17.27	17
global route	K_size_i[3]	sram_b_addr_o[11]	16.89	21
finish	K_size_i[5]	sram_b_addr_o[9]	17.24	17
-- layer usage --
layer | up-vias | GRT usage, %
li1 | 85300 | -
met1 | 88700 | 27.9
met2 | 5774 | 33.4
met3 | 1029 | 14.4
met4 | 114 | 12.6
met5 | - | 0.121
-- synthesized netlist by cell type, types with 12 or more instances --
master / instances
and3_1: 70
a31o_2: 19
a21oi_1: 1338
a221oi_1: 12
inv_1: 6106
o21bai_1: 318
buf_1: 44
o21ai_0: 680
a21boi_0: 19
mux2i_1: 28
a21bo_2: 13
o21a_1: 263
a31oi_1: 196
and2_1: 2563
clkbuf_1: 1014
o31a_1: 18
o41ai_1: 16
nor3_1: 231
nand2b_1: 295
xor2_1: 340
nor2b_1: 402
nor4_1: 15
a21o_1: 407
nand4_1: 58
nor2_1: 1218
a41oi_1: 13
ha_1: 2760
or3_1: 62
dfrtp_1: 542
o22ai_1: 24
o21ai_1: 15
nand2_1: 1966
nand3_1: 165
fa_1: 4126
o31ai_1: 87
o41a_1: 69
a211oi_1: 137
or2_2: 28
o211ai_1: 56
a211o_1: 39
mux2_2: 39
xnor2_1: 1358
-- worst reg2reg max path: stages, from the launching register on --
cell and delay [ns]:
dfrtp_1 0.65, ha_1 0.34, nand3_1 0.10, nor2_1 0.09, a21oi_4 0.19, buf_4 0.52
buf_12 0.50, buf_4 0.69, buf_4 0.71, buf_4 0.73, nor2_1 0.15, a22oi_1 0.17
a21oi_1 0.09
